==> design.v <==
`timescale 1ns/10ps
module IOTDF( clk, rst, in_en, iot_in, fn_sel, busy, valid, iot_out);
input          clk;
input          rst;
input          in_en;
input  [7:0]   iot_in;
input  [2:0]   fn_sel;
output         busy;
output         valid;
output [127:0] iot_out;
reg busy_reg, busy_wire;
reg valid_reg, valid_wire;
reg [127:0] output_reg, output_wire;
reg [7:0] input_buff_reg, input_buff_wire;
reg [3:0] count_wire, count_reg;
reg [7:0] x_reg, x_wire;
assign busy = busy_reg;
assign valid = valid_reg;
assign iot_out = output_reg;
integer i;
integer j;
reg [15:0] y_temp;
always @(*) begin
    output_wire = output_reg;
    count_wire = count_reg;
    busy_wire = busy_reg;
    valid_wire = valid_reg;
    input_buff_wire = iot_in;
    x_wire = input_buff_reg;
    if (fn_sel == 3'b001) begin
        if(count_reg == 0) begin
            output_wire[127] = input_buff_wire[7];
            for (i=6; i>=0; i=i-1) begin
                output_wire[i+120] = output_wire[i+121] ^ input_buff_wire[i];
            end
        end 
        else begin
            j = 120-(count_reg<<3);
            for(i = 7; i >= 0; i = i-1) begin
                output_wire[j+i] = output_wire[j+i+1] ^ input_buff_wire[i];
            end
        end
    end
    else begin
        y_temp = (input_buff_wire << 6) + (input_buff_wire << 4);
        if (count_reg > 0) begin
            y_temp = y_temp + (x_wire << 7) + (x_wire << 4);
        end
        if (count_reg > 1) begin
            y_temp = y_temp + (x_reg << 5);
        end
        output_wire[127-8*count_reg -: 8] = (y_temp >> 8) + y_temp[7];
    end
    if(in_en) begin
        count_wire = count_reg + 1;
        valid_wire = 0;
        if(count_reg == 14) begin
            busy_wire = 1;
        end
        else if (count_reg == 15) begin
            busy_wire = 0;
            valid_wire = 1;
        end
    end
    else valid_wire = 0;
end
always @(posedge clk or posedge rst) begin
    if (rst) begin
        count_reg <= 0;
        busy_reg <= 0;
        valid_reg <= 0;
        output_reg <= 0;
        x_reg <= 0;
    end
    else begin
        count_reg <= count_wire;
        busy_reg <= busy_wire;
        valid_reg <= valid_wire;
        output_reg <= output_wire;
        input_buff_reg <= input_buff_wire;
        x_reg <= x_wire;
    end 
end 
endmodule 
==> run.sh <==
#!/bin/bash
# OpenROAD 26Q1-2900-gdf79404cd8, Yosys 0.63+post, stock flow scripts
make -C /OpenROAD-flow-scripts/flow DESIGN_CONFIG=/design/flow/config.mk WORK_HOME=/design/flow/orfs finish
==> config.mk <==
export PLATFORM = sky130hd
export DESIGN_NAME = IOTDF
export DESIGN_NICKNAME = IOTDF
export VERILOG_FILES = /design/flow/design.v
export SDC_FILE = /design/flow/constraint.sdc
export NUM_CORES = 4
export LEC_CHECK = 1
export CORE_UTILIZATION = 30
==> constraint.sdc <==
current_design IOTDF

set clk_period 9.9
set clk_io_pct 0.2

create_clock -name clk0 -period $clk_period [get_ports {clk}]

set non_clock_inputs [all_inputs -no_clocks]
set_input_delay [expr $clk_period * $clk_io_pct] -clock clk0 $non_clock_inputs
set_output_delay [expr $clk_period * $clk_io_pct] -clock clk0 [all_outputs]
==> results_slide.txt <==
Physical Implementation Snapshot

Status
  – Status: finished, final reports clean

Place
  – Post-DP HPWL: 37.6 mm
  – Port Buffer Count: 143
  – Global placement routability congestion: 1.01

Final timing
  – Setup TNS: 0 ns
  – Actual slew at the worst max-slew pin: 1.07 ns
  – Tmin final: 8.10 ns
  – Slew Viols, Final: 0
  – Rel. slew slack: 0.282
  – Cycle use final: 0.818
  – Worst Hold Slack: 0.387 ns
  – Fmax: 0.123 GHz
  – Final setup fails: 0
  – Final Hold Fails: 0
  – RSZ-0062 raised after global routing: false
  – Worst Clk Skew: 0.0182 ns

Floorplan
  – Row count: 70
  – Fp util: 0.305
  – Die x size: 195 um
  – Die height: 195 um
  – Die area: 38000 um2
  – Core ar.: 36600 um2
  – I/O pin total: 144

Synthesis
  – Dominant cell area share: 0.318
  – Leading area contributor after synthesis: dfrtp_1
  – Post-synth cell types: 87
  – Number of cells in Yosys stat: 1384
  – Yosys warning tally: 1
  – Async set-reset flop share out of synthesis: 0.947
  – Cells after Synth: 1384
  – Synthesis area per yosys: 11200 um2
  – Count of library flops with an enable pin: 8
  – Register share after synthesis: 0.340
  – Netlist Area Pre-Place: 11200 um2
  – Post-synth top cells: nand2_1, a21oi_1, dfrtp_1
  – Top cells by area: dfrtp_1, a21oi_1, nand2_1, ha_1, nor2_1
  – Flops out of synthesis: 150
  – Synth Area per Inst: 8.06 um2
  – Dominant register cell: dfrtp_1
  – Synth top cell by count: nand2_1

Critical path
  – Worst path cell trace: clkdlybuf4s50_1 > fa_1 > inv_1 > fa_1 > inv_1 > ha_1 > a21oi_1 > xnor2_1 > nor2_1 > a21oi_1 > ha_1 > a21boi_0 > o21ai_0 > a21oi_1 > o31ai_1 > and3_1 > nand2_1 > nor2_1 > xor2_1 > buf_4 > o22a_1 > o21ai_0 > nand2_1 > o21ai_0
  – Critical Path End Type: flip-flop
  – Crit path DAT: 8.44 ns
  – Total stage count of the critical path: 24
  – CP Launch Point: iot_in[1]
  – Crit path max-delay family: AND-OR/OR-AND gates
  – Crit path buf inv count: 4
  – Setup CP Type: primary input to flip-flop
  – Worst reg2reg path startpoint: count_reg[1]$_DFFE_PP0P_
  – Critical Path Sink: output_reg[109]$_DFFE_PP0P_
  – CP max-delay cell: xor2_1
  – Worst R2R Setup Slack: 2.33 ns
  – Startpoint types: primary input
  – CP max stage delay: 0.86 ns
  – Crit path required time: 10.24 ns
  – Reg2reg end: output_reg[56]$_DFFE_PP0P_
  – Crit path max fanout: 17
  – Worst R2R Path Depth: 24

GRT
  – Total gr overflow: 0
  – Number of global-route vias before repair: 12000
  – Initial antenna violation count: 0
  – Largest net degree at the start of global routing: 69
  – First-pass GRT wire length: 78.4 mm
  – GRT Util Overall: 0.285

Clocking
  – H-tree depth: 4
  – CTS tree: done
  – CTS clk-pin slew, worst paths: 0.07 ns
  – CTS resizes: 0
  – Post-CTS setup buffer count: 0
  – Hold-fix buffers at CTS: 0
  – CTS sink count: 150
  – CTS Buf Count: 17
  – Clk ins delay skew pair: 0.46 ns
  – CTS root buf: clkbuf_16
  – Clock buffer depth: 2

Final layout
  – FILL cells: 3679
  – Area Overhead vs Synth: 23.9%
  – Layout cells sized above 1: 0.0750
  – Max reg flops: 128

Drt
  – DRC: 0
  – Antenna Cells: 0
  – Post-DR vias/cell: 6.17
  – Vias: 12300
  – Drt first pass iters: 6
  – Final WL: 52.6 mm
  – Detail Route Antenna Nets: 0
  – Detailed-route wire length per cell: 26.4 um
  – Drt initial violations: 1357

Power and ir drop
  – Clk network pwr share: 0.116
  – Power share of the combinational group: 0.699
  – Cell internal pwr: 2770 uW
  – Sw Pwr: 3500 uW
  – Sw Ratio: 0.558
  – Pwr/cell area: 453 nW/um2
  – P_leak: 0.00557 uW
  – Reg power frac: 0.185
  – VDD IR max: 0.265 mV

Min path
  – Hold path start: input_buff_reg[3]$_DFFE_PN_
  – Worst Hold Class: flip-flop to flip-flop

Flow run
  – Tool warnings: 31
  – Max-cap viol count: 0
[worst register-to-register path, cell delays in order, from the launching register on]
cell,delay [ns]
dfrtp_1,0.33
buf_4,0.48
inv_1,0.43
buf_4,0.32
ha_1,0.27
ha_1,0.42
nor2b_1,0.10
a21oi_1,0.14
nor4b_1,0.65
o21ai_1,0.26
a22oi_2,0.26
xnor2_1,0.22
buf_4,0.30
o21bai_4,0.29
a21oi_2,0.10
a21boi_0,0.41
o221a_1,0.34
a21oi_2,0.07
o211ai_1,0.40
a31oi_1,0.14
nor3_1,0.33
nor3_1,0.12
nor4b_4,0.38
nand2_2,0.27
o311ai_0,0.42
[cell usage in the layout (no fill, tap or decap), types with 34 or more instances in the layout]
| cell | instances |
|---|---|
| o21ai_0 | 89 |
| dfrtp_1 | 141 |
| buf_4 | 42 |
| nor2_1 | 133 |
| inv_1 | 56 |
| a21oi_1 | 151 |
| ha_1 | 41 |
| nand2_1 | 172 |
| clkdlybuf4s50_1 | 143 |
| a22oi_1 | 34 |
| nand3_1 | 34 |
[power groups by stage]
stage | Sequential [uW] | Clock, uW | Combinational [uW]
CTS | 1160 | 731 | 4240
global route | 1190 | 750 | 4640
finish | 1160 | 724 | 4380
[worst min path at each step]
stage	to	cells after the start
after CTS	x_reg[4]$_DFF_PP0_	0
final	x_reg[3]$_DFF_PP0_	0
after global routing	x_reg[3]$_DFF_PP0_	0
[per-stage QoR]
| step | cells | utilization | worst slack [ns] | area (um2) | total power [uW] |
|---|---|---|---|---|---|
| 6_report | 1989 | 0.378 | 1.80 | 13800 | 6270 |
| 5_1_grt | 1989 | 0.378 | 1.33 | 13800 | 6580 |
| 4_1_cts | 1989 | 0.378 | 1.93 | 13800 | 6130 |
| 3_5_place_dp | 1957 | 0.360 | 1.50 | 13200 | 5360 |
| 3_3_place_gp | 1957 | 0.360 | 1.56 | 13200 | 5380 |
| 2_1_floorplan | 1384 | - | 3.28 | 11200 | 3320 |
[cells by family after synthesis]
group           after synthesis  share of synthesized area
buf+inv                     138                     0.0488
compound gates              518                      0.308
mux                          13                     0.0141
xor+xnor                     36                     0.0283
fa+ha+maj                    48                     0.0585
simple gates                481                      0.202
flops                       150                      0.340
[per-layer routing]
layer / up-vias / share of wire / track usage
met3: 189 / 0.11 / 0.0768
met4: 0 / 0.056 / 0.130
li1: 5426 / - / -
met2: 774 / 0.43 / 0.414
met5: - / 0 / 0
met1: 5884 / 0.41 / 0.401
[final cells by class]
| type | count | area, um2 | share of cell area |
|---|---|---|---|
| Multi-Input combinational cell | 1096 | 6840 | 0.495 |
| Sequential cell | 150 | 3790 | 0.275 |
| Timing Repair Buffer | 185 | 1750 | 0.126 |
| Tap cell | 468 | 586 | 0.0424 |
| Clock buffer | 19 | 433 | 0.0313 |
| Inverter | 58 | 223 | 0.0161 |
| Clock inverter | 13 | 198 | 0.0143 |
Power figures rest on the tool's default switching activity, not on a simulated workload.
